==> /design/flow/design.v <==
`timescale 1ns/100ps
module UART_Control(
	input wire CLK100MHZ,
	input wire reset, 
	input wire start, 
	output wire TXD
);
reg [4:0] i;
reg [1:0] state;
reg isTX;
reg [7:0] data;
wire done;
wire [7:0] mem [0:3];
assign mem[0]  = 8'hA1;
assign mem[1]  = 8'hB2;
assign mem[2]  = 8'hC3;
assign mem[3]  = 8'hD4;
parameter data_len = 4;
UART_Trans #(8) M1 (.CLK100MHZ(CLK100MHZ), .reset(reset), .isTX(isTX), .data(data), .TXD(TXD), .done(done));
localparam
	Qtrans	= 2'b01,
	Qend	= 2'b10;
always @ (posedge CLK100MHZ, posedge reset) 
begin
	if (reset)
		begin
			data <= 0;
			i <= 0;
		    state <= Qtrans;
            isTX <= 0;
		end
	else if (start)
		begin
			case(state)
				Qtrans:
					begin
						if (i == data_len)
							begin
								state <= Qend;
							end
						else
							if (done)
								begin
									isTX <= 1'b0;
									i <= i + 1'b1;
								end
							else
								begin
									data <= mem[i];
									isTX <= 1'b1;
								end
					end
				Qend:
					state <= Qend;
			endcase
		end
end
endmodule
`timescale 1ns/100ps
module UART_Trans #(
	parameter DATA_WIDTH = 8
)(
	input wire CLK100MHZ,
	input wire reset, 
	input wire isTX, 
	input wire [DATA_WIDTH-1:0] data,
	output reg TXD,
	output reg done
);
wire en;
reg [4:0] i;
reg [DATA_WIDTH+1:0] dout;
reg [2:0] state;
localparam
	Qini 	= 3'b001,
	Qtrans	= 3'b010,
	Qend	= 3'b100;
pulse_generator Mp(.CLK100MHZ(CLK100MHZ), .reset(reset), .enable(isTX), .pulse(en));
always @ (posedge CLK100MHZ, posedge reset)
begin
	if (reset)
		begin
			state <= Qini;
			TXD <= 1;
			done <= 0;
		end
	else if (isTX) 
		begin		
			case(state)
				Qini:
				begin
					state <= Qtrans;
					i <= 0;
					dout <= {1'b1, data, 1'b0};  
				end
				Qtrans:
				begin
					if (en)
					begin
						if (i == DATA_WIDTH+1)
						begin
							i <= 0;
							state <= Qend;
							done <= 1'b1;
						end
						else
						begin
							TXD <= dout[i]; 
							i <= i + 1;
						end
					end
				end
				Qend:
				begin
					done <= 1'b0;
					state <= Qini;
				end
			endcase	
		end
end
endmodule
module UART_echo(
	input wire CLK100MHZ,
	input wire SW0, SW1, SW2, 
	input wire RXD,
	output wire TXD
);
wire empty, full;
wire [3:0] depth;
wire isRX, isTX, reset;
assign reset = SW0;
assign isRX = SW1;
assign isTX = SW2;
wire [7:0] tx_data, rx_data;
wire done1, done2;
UART_Receiver U1 (.CLK100MHZ(CLK100MHZ), .reset(reset), .isRx(isRX), .RXD(RXD), .data(rx_data), .done(done1));
fifo_reg_array_sc U2 (.clk(CLK100MHZ), .reset(reset), .data_in(rx_data), .wen(done1), .ren(done2), .data_out(tx_data), .depth(depth), .empty(empty), .full(full));
UART_Trans #(8) M1 (.CLK100MHZ(CLK100MHZ), .reset(reset), .isTX(isTX&!empty), .data(tx_data), .TXD(TXD), .done(done2));
endmodule
module pulse_generator (
	input CLK100MHZ,
	input reset,
	input enable,
	output reg pulse
);
reg [9:0] counter;
parameter baudCount = 868;  
always @ (posedge CLK100MHZ, posedge reset) 
begin
	if (reset)
		begin
			pulse <= 0;
			counter <= 0;
		end
	else if (enable)	
		begin
			if (counter == baudCount - 1)
				begin
					pulse <= 1;
					counter <= 0;
				end
			else
				begin
					pulse <= 0;
					counter <= counter + 1;
				end
		end
end
endmodule
==> /design/flow/run.sh <==
#!/bin/bash
# OpenROAD 26Q1-2900-gdf79404cd8, Yosys 0.63+post, stock flow scripts
make -C /OpenROAD-flow-scripts/flow DESIGN_CONFIG=/design/flow/config.mk WORK_HOME=/design/flow/orfs finish
==> /design/flow/config.mk <==
export PLATFORM = sky130hd
export DESIGN_NAME = UART_Control
export DESIGN_NICKNAME = UART_Control
export VERILOG_FILES = /design/flow/design.v
export SDC_FILE = /design/flow/constraint.sdc
export NUM_CORES = 4
export LEC_CHECK = 1
export CORE_UTILIZATION = 30
==> /design/flow/constraint.sdc <==
current_design UART_Control

set clk_period 2.8
set clk_io_pct 0.2

create_clock -name clk0 -period $clk_period [get_ports {CLK100MHZ}]

set non_clock_inputs [all_inputs -no_clocks]
set_input_delay [expr $clk_period * $clk_io_pct] -clock clk0 $non_clock_inputs
set_output_delay [expr $clk_period * $clk_io_pct] -clock clk0 [all_outputs]
==> results_slide.txt <==
Key Metrics from the Run

Pwr
  – VDD IR-drop max: 0.000218 V
  – Share of power burned in the clock network: 38.6%
  – Sw power: 0.233 mW
  – Leak pwr: 0.918 nW
  – Combinational group share of total power: 1.3%
  – Pwr Density: 487 nW/um2
  – Internal power: 0.811 mW
  – Sequential share of power: between 60 and 70%
  – Sw frac: between 20% and 30%

Placement
  – Placer congestion estimate: around 0.75
  – Cell count after placement: 239
  – Cell Area, Placed: 2050 um2
  – Port Buf Inserts: 3
  – Detail Placement HPWL: 2.07 mm

GRT
  – Vias in the first global route: 1,106
  – Largest net degree at the start of global routing: 30
  – First-pass GRT wire length: 5.21 mm
  – GRT Util Overall: 10.3%
  – GRT Residual Overflow: 0
  – Antenna violations before repair: 0

Run
  – Max-cap viol count: 0
  – OpenROAD warning count: 30

CTS
  – PostCTS Resize Cnt: 0
  – Hold buffers post-CTS: 0
  – H-tree depth: 2
  – Clk latency of the worst-skew pair: around 0.30 ns
  – TritonCTS clock tree: built
  – Clk sinks: between 40 and 50
  – Num CTS Buffers: 5
  – Clock transition at path regs: 0.09 ns
  – CTS root buf: clkbuf_8
  – Setup Fix Bufs, Post-CTS: 0
  – CTS max path bufs: 2

Logic synthesis
  – Top cells, area: dfrtp_1, edfxtp_1, ha_1, xnor2_1, dfstp_2
  – Ys cells: ~160
  – Register bit count reported by yosys: 42
  – MUX area fraction: a little under 4%
  – Leading area contributor after synthesis: dfrtp_1
  – Adder Area Share: 5.18%
  – Async S/R FF share, synth: a little under three quarters
  – Unique masters post-synth: 41
  – Synth top cells by count: dfrtp_1, nor2_1, nand2_1
  – Synthesized area per cell: 11.9 um2
  – Dominant Register Cell: dfrtp_1
  – Mapped cell area: 1930 um2
  – Mapped Cells: 163
  – Xor/xnor share: 5.89%
  – Flip-flops with a built-in enable: 12
  – Dominant kind of combinational cell: simple AND/OR/NAND/NOR gates
  – Dominant cell area share: 35.0%
  – Synth Warn #: 3
  – Compound-Gate Fraction of Synth Area: under 10%
  – Yosys stat chip area: a little under 2000 um2
  – Simple-Gate Area Share: 16.1%
  – Top cell type by instance count after synthesis: dfrtp_1
  – Synth Seq Share: 57.7%

Worst hold path
  – Worst hold path startpoint: data[7]$_DFFE_PP0P_
  – Hold EP: M1.dout[8]$_DFFE_PP_
  – Worst min-delay path class: register to register
  – WHS Path Cells: 0

Critical path
  – Highest-delay cell along the critical path: dfstp_2
  – Reg-to-reg critical path endpoint: data[1]$_DFFE_PP0P_
  – CP max FO: 2
  – Kind of critical path: register to output pin
  – Crit start category: register
  – Setup crit start: M1.TXD$_DFFE_PP1P_
  – Worst setup EP type: output pin
  – Reg2Reg Launch Point: i[0]$_DFFE_PP0P_
  – Buf/Inv on CP: 1
  – Worst R2R Setup Slack: 0.99 ns
  – Max incr delay on CP: 0.53 ns
  – Crit path DAT: 1.26 ns
  – Crit path max-delay family: flip-flops
  – Critical Path RT: 2.24 ns
  – Worst path cell trace: clkdlybuf4s50_1
  – Reg2reg path depth: 5

Floorplanning
  – Core ar.: 6060 um2
  – FP Util: 31.9%
  – Row cnt: 28
  – Chip area: between 6000 and 7000 um2
  – Number of I/O pins: 4
  – Chip Width: 82.2 um
  – Die height: 82.2 um

Timing
  – Slew Limit Headroom: 55.1%
  – Final TNS setup: 0 ns
  – Fmax: 0.549 GHz
  – Final Hold Viols: 0
  – Final max-slew violation count: 0
  – Final worst path period need: 1.82 ns
  – Hold slack: 0.451 ns
  – Final Skew: 0.00530 ns
  – Least-Margin Pin Slew: 0.668 ns
  – Final setup fails: 0
  – RSZ-0062 raised after global routing: false
  – Crit share post-route: 65.1%

Final layout
  – Final Non-Filler Cells: 247
  – Area taken by flip-flops and latches: 1110 um2
  – Finished Cell Area: around 2100 um2
  – Layout cell share with drive strength beyond 1: 12.2%
  – Area Overhead vs Synth: 10.9%
  – Final Core Density: 35.3%
  – Logic area: 761 um2
  – Fill cells: between 500 and 600

Routing
  – Post-DR wirelength/cell: 12.0 um
  – Via count: 1,157
  – DR top layer: met4
  – ANT nets after route: 0
  – Remaining DRCs: 0
  – Antenna Diode Count: 0
  – M1 wire length: approximately 1.6 mm
  – Initial DRC Count: 67
  – DR WL met2: 1.25 mm
  – Final wirelength: between 2 and 3 mm
  – Drt pass-1 iters: 4
  – Drt via density: between 4 and 5
  – Metal3 WL: 97 um

Status
  – Status: complete, no violations
==> through the flow <==
stage | power [mW] | worst slack, ns
2_1_floorplan | 0.647 | 1.22
3_3_place_gp | 0.654 | 0.834
3_5_place_dp | 0.654 | 0.799
4_1_cts | 1.06 | 0.966
5_1_grt | 1.08 | 0.843
6_report | 1.04 | 0.977
==> worst register-to-register path, delay by kind of cell (launching register included) <==
| family | cells | cell delay (ns) |
|---|---|---|
| adders and majority gates | 1 | 0.21 |
| and+or+nand+nor | 2 | 0.55 |
| muxes | 1 | 0.43 |
| buffers and inverters | 1 | 0.11 |
| DFF | 1 | 0.39 |
==> how the worst max path moves through the flow <==
stage	endpoint	slack [ns]	depth (start not counted)
CTS	TXD	0.97	1
global route	data[1]$_DFFE_PP0P_	0.84	5
finish	TXD	0.98	1
==> cells by family (layout without fill, tap and decap cells) <==
| group | after synthesis | after routing |
|---|---|---|
| xor gates and xnor gates | 13 | 13 |
| adders and majority gates | 8 | 8 |
| muxes | 6 | 6 |
| buffers and inverters | 13 | 22 |
| AOI/OAI and AO/OA | 25 | 25 |
| DFF | 42 | 42 |
| and+or+nand+nor | 56 | 56 |
==> power groups by stage <==
| stage | sequential [mW] | combinational [mW] | clock, mW |
|---|---|---|---|
| 4_1_cts | 0.627 | 0.0141 | 0.420 |
| 5_1_grt | 0.627 | 0.0160 | 0.442 |
| 6_report | 0.627 | 0.0132 | 0.403 |
==> placed cells by master (no fill, tap or decap), types with 2 or more instances in the layout <==
master / netlist / final
buf_4: 1 / 2
nand3_1: 5 / 5
inv_1: 9 / 9
xor2_1: 3 / 3
dfstp_2: 3 / 3
xnor2_1: 10 / 10
mux2i_1: 3 / 3
clkbuf_8: 0 / 5
o21ai_0: 11 / 11
a31oi_1: 2 / 2
dfrtp_1: 27 / 27
nand4_1: 4 / 4
nor3_1: 2 / 2
nor2_1: 15 / 15
nand2b_1: 4 / 4
clkdlybuf4s50_1: 0 / 3
edfxtp_1: 12 / 12
and3_1: 2 / 2
a21oi_1: 4 / 4
ha_1: 8 / 8
nand2_1: 14 / 14
==> routing by layer <==
layer / vias to the layer above / global-route usage, %
met5: - / 0
met4: 0 / 1.40
met3: 5 / 2.56
met2: 15 / 14.0
met1: 551 / 17.4
li1: 586 / -
==> layout make-up <==
| class | instances | share of cell area [%] |
|---|---|---|
| clock inverters | 3 | 1.17 |
| repair buffers | 5 | 2.10 |
| flip-flops and latches | 42 | 52.0 |
| clock buffers | 5 | 3.21 |
| well taps | 75 | 4.38 |
| multi-input cells | 108 | 35.5 |
| inverters | 9 | 1.58 |
==> flip-flops by register name (all words and copies together), names as in the netlist, 2 cells and up, named ones only <==
name	flops
M1.Mp.counter	10
M1.dout	7
data	7
M1.i	5
i	5
M1.state	2
Power and IR drop assume default switching activity.
