==> /design/flow/design.v <==
module UART_Receiver #(
	parameter DATA_WIDTH = 8
)(
	input wire CLK100MHZ,
	input wire reset, 
	input wire isRx, 
	input wire RXD,
	output wire [DATA_WIDTH-1:0] data,
	output reg done
);
wire en;
reg [4:0] state;
reg pulse_enable;
reg [7:0] counter;
reg [4:0] i;
reg [DATA_WIDTH-1:0] D,Dout;
localparam
	Qini 	= 5'b00001,
	Qstart	= 5'b00010,
	Qrx		= 5'b00100,
	Qstop	= 5'b01000,
	Qdone 	= 5'b10000;
pulse_generator Mp(.CLK100MHZ(CLK100MHZ), .reset(reset), .enable(pulse_enable), .pulse(en));
assign data = Dout;
always @ (posedge CLK100MHZ, posedge reset)
begin
	if (reset)
		begin
			state <= Qini;
			done <= 0;
			pulse_enable <= 0;
			D <= 0;
		end
	else if (isRx)
		case (state)
			Qini:
			begin
				if (RXD == 1'b0)
					begin
						state <= Qstart;
						pulse_enable = 1;
						i <= 0;
						counter <= 0;
						D <= 0;
					end
			end
			Qstart:
			begin
				if (en)
					state <= Qrx;
			end
			Qrx:
			begin
				if (en)
					begin
						if (i == DATA_WIDTH-1)
							state <= Qstop;
						else 
							begin
								i <= i + 1;
								counter <= 0;
							end
					end
				else 
					begin
						counter <= counter + 1;
						if (counter == 217)
							begin
								D[i] <= RXD;
							end
					end
			end
			Qstop:
			begin
				if (en)
					begin
						state <= Qdone;
						done <= 1'b1;
						Dout <= D;
					end
			end
			Qdone:
			begin
				state<= Qini;
				done <= 1'b0;
			end
		endcase
end
endmodule
`timescale 1ns/100ps
module UART_Trans #(
	parameter DATA_WIDTH = 8
)(
	input wire CLK100MHZ,
	input wire reset, 
	input wire isTX, 
	input wire [DATA_WIDTH-1:0] data,
	output reg TXD,
	output reg done
);
wire en;
reg [4:0] i;
reg [DATA_WIDTH+1:0] dout;
reg [2:0] state;
localparam
	Qini 	= 3'b001,
	Qtrans	= 3'b010,
	Qend	= 3'b100;
pulse_generator Mp(.CLK100MHZ(CLK100MHZ), .reset(reset), .enable(isTX), .pulse(en));
always @ (posedge CLK100MHZ, posedge reset)
begin
	if (reset)
		begin
			state <= Qini;
			TXD <= 1;
			done <= 0;
		end
	else if (isTX) 
		begin		
			case(state)
				Qini:
				begin
					state <= Qtrans;
					i <= 0;
					dout <= {1'b1, data, 1'b0};  
				end
				Qtrans:
				begin
					if (en)
					begin
						if (i == DATA_WIDTH+1)
						begin
							i <= 0;
							state <= Qend;
							done <= 1'b1;
						end
						else
						begin
							TXD <= dout[i]; 
							i <= i + 1;
						end
					end
				end
				Qend:
				begin
					done <= 1'b0;
					state <= Qini;
				end
			endcase	
		end
end
endmodule
module UART_echo(
	input wire CLK100MHZ,
	input wire SW0, SW1, SW2, 
	input wire RXD,
	output wire TXD
);
wire empty, full;
wire [3:0] depth;
wire isRX, isTX, reset;
assign reset = SW0;
assign isRX = SW1;
assign isTX = SW2;
wire [7:0] tx_data, rx_data;
wire done1, done2;
UART_Receiver U1 (.CLK100MHZ(CLK100MHZ), .reset(reset), .isRx(isRX), .RXD(RXD), .data(rx_data), .done(done1));
fifo_reg_array_sc U2 (.clk(CLK100MHZ), .reset(reset), .data_in(rx_data), .wen(done1), .ren(done2), .data_out(tx_data), .depth(depth), .empty(empty), .full(full));
UART_Trans #(8) M1 (.CLK100MHZ(CLK100MHZ), .reset(reset), .isTX(isTX&!empty), .data(tx_data), .TXD(TXD), .done(done2));
endmodule
module pulse_generator (
	input CLK100MHZ,
	input reset,
	input enable,
	output reg pulse
);
reg [9:0] counter;
parameter baudCount = 868;  
always @ (posedge CLK100MHZ, posedge reset) 
begin
	if (reset)
		begin
			pulse <= 0;
			counter <= 0;
		end
	else if (enable)	
		begin
			if (counter == baudCount - 1)
				begin
					pulse <= 1;
					counter <= 0;
				end
			else
				begin
					pulse <= 0;
					counter <= counter + 1;
				end
		end
end
endmodule
module fifo_reg_array_sc (clk, reset, data_in, wen, ren, data_out, depth, empty, full);
parameter DATA_WIDTH = 8;
parameter ADDR_WIDTH = 4;
input clk, reset;
input wen, ren;  
input [DATA_WIDTH-1:0] data_in;
output [ADDR_WIDTH:0] depth;
output [DATA_WIDTH-1:0] data_out;
output empty, full;
reg [ADDR_WIDTH:0] rdptr, wrptr;  
wire [ADDR_WIDTH:0] depth;
wire wenq, renq; 
reg full, empty;
reg [DATA_WIDTH-1:0] Reg_Array [(2**ADDR_WIDTH)-1:0]; 
wire [ADDR_WIDTH:0] N_Plus_1_zeros = {(ADDR_WIDTH+1){1'b0}};
wire [ADDR_WIDTH-1:0] N_zeros = {(ADDR_WIDTH){1'b0}};
wire [ADDR_WIDTH:0] A_1_and_N_zeros = {1'b1, N_zeros}; 
assign depth = wrptr - rdptr;
always@(*)
begin
	empty  = 1'b0;
	full   = 1'b0;
	if (depth == N_Plus_1_zeros)
		empty  = 1'b1;
	if (depth ==  A_1_and_N_zeros) 
		full  = 1'b1;
end
assign wenq = (~full) & wen; 
assign renq = (~empty)& ren; 
assign data_out = Reg_Array[rdptr[ADDR_WIDTH-1:0]];  
always@(posedge clk, posedge reset)
begin
    if (reset)
		begin
			wrptr <= N_Plus_1_zeros;
			rdptr <= N_Plus_1_zeros;
		end
	else
		begin
			if (wenq) 
				begin
					Reg_Array[wrptr[ADDR_WIDTH-1:0]] <= data_in;   
					wrptr <= wrptr + 1;
				end
			if (renq)
					rdptr <= rdptr + 1;
		end
end
endmodule
==> /design/flow/run.sh <==
#!/bin/bash
# OpenROAD 26Q1-2900-gdf79404cd8, Yosys 0.63+post, stock flow scripts
make -C /OpenROAD-flow-scripts/flow DESIGN_CONFIG=/design/flow/config.mk WORK_HOME=/design/flow/orfs finish
==> /design/flow/config.mk <==
export PLATFORM = sky130hd
export DESIGN_NAME = UART_echo
export DESIGN_NICKNAME = UART_echo
export VERILOG_FILES = /design/flow/design.v
export SDC_FILE = /design/flow/constraint.sdc
export NUM_CORES = 4
export LEC_CHECK = 1
export CORE_UTILIZATION = 30
==> /design/flow/constraint.sdc <==
current_design UART_echo

set clk_period 3.8
set clk_io_pct 0.2

create_clock -name clk0 -period $clk_period [get_ports {CLK100MHZ}]

set non_clock_inputs [all_inputs -no_clocks]
set_input_delay [expr $clk_period * $clk_io_pct] -clock clk0 $non_clock_inputs
set_output_delay [expr $clk_period * $clk_io_pct] -clock clk0 [all_outputs]
==> impl_metrics.env <==
# physical design summary
export IMPL_tool_warnings=35
export IMPL_max_stage_delay_ns=0.64
export IMPL_outcome="finished, final reports clean"
export IMPL_highest_signal_layer="met4"
export IMPL_start_kind="flop"
export IMPL_first_pass_iters=6
export IMPL_layout_core_utilization_pct=35.59
export IMPL_finalMaxSlewViolations=0
export IMPL_latest_clock_arrival_within_the_worst_skew_pair_ns=0.51
export IMPL_floorplan_die_width_um=177.5
export IMPL_async_flop_share_pct=24.30
export IMPL_grt_remaining_overflow=0
export IMPL_min_delay_worst_endpoint="U1.Dout[7]$_DFFE_PP_"
export IMPL_route_detailed_vias_per_inst=5.029
export IMPL_max_cap_violations=0
export IMPL_route_final_wire_length_um=18940
export IMPL_leakagePower_nw=4.085
export IMPL_tritoncts="built"
export IMPL_floorplan_rows=63
export IMPL_drc=0
export IMPL_number_of_synthesized_flops_with_an_enable_pin=162
export IMPL_timing_final_crit_period_ns=3.071
export IMPL_drive_gt1_share_pct=11.32
export IMPL_chip_area_mm2=0.03151
export IMPL_drt_met1_wl_um=8328
export IMPL_min_delay_path_depth=0
export IMPL_rrSetupSlack_ns=0.73
export IMPL_report_final_setup_viol=0
export IMPL_dominant_delay_contributor_by_cell_family_on_the_critical_path="simple AND/OR/NAND/NOR gates"
export IMPL_layout_area_overhead_vs_synth_pct=15.38
export IMPL_pin_count_of_the_biggest_net_entering_global_routing=53
export IMPL_met2RoutedLength_um=8586
export IMPL_drt_antenna_violating_nets=0
export IMPL_rsz0062_at_grt="false"
export IMPL_ctsHtreeMaxLevel=1
export IMPL_hold_path_startpoint="U1.D[7]$_DFFE_PP0P_"
export IMPL_endpoint_kind="flop"
export IMPL_cts_repair_resized=0
export IMPL_clockRootBuffer="sky130_fd_sc_hd__clkbuf_16"
export IMPL_worst_r2r_cell_count=8
export IMPL_timing_critical_path_required_ns=3.93
export IMPL_numCtsBuffers=23
export IMPL_timing_critical_path_fanout_max=10
export IMPL_timing_slew_headroom_pct=48.71
export IMPL_power_density_mw_per_mm2=455.1
export IMPL_post_cts_setup_buffers=0
export IMPL_layout_top_cells="sky130_fd_sc_hd__edfxtp_1, sky130_fd_sc_hd__nor2_1, sky130_fd_sc_hd__nand2_1"
export IMPL_final_layout_top_logic_cell="sky130_fd_sc_hd__edfxtp_1"
export IMPL_synth_warning_count=6
export IMPL_num_antenna_cells=0
export IMPL_peakVddDrop_mv=0.3158
export IMPL_critical_path_reg2reg_endpoint="U2.Reg_Array[11][4]$_DFFE_PP_"
export IMPL_max_clock_freq_mhz=325.6
export IMPL_path_type_of_the_worst_min_delay_path="flop to flop"
export IMPL_timing_clock_skew_ns=0.01149
export IMPL_met3_wirelength_um=1667
export IMPL_portBuffers=5
export IMPL_cp_cell_sequence="inv_1 > ha_1 > nor2b_2 > o22ai_1 > xnor2_1 > o41a_1 > nand3b_1 > nor2_1"
export IMPL_dp_hpwl_um=12160
export IMPL_synthCells=697
export IMPL_pin_count=6
export IMPL_critPathKind="flop to flop"
export IMPL_drt_iter0_drc=414
export IMPL_antenna_found_initial=0
export IMPL_postPlaceCellArea_mm2=0.009867
export IMPL_hold_viol_final=0
export IMPL_clkTransAtPathRegs_ns=0.06
export IMPL_grt_pass1_wl_um=31040
export IMPL_fin_area_mm2=0.01066
export IMPL_ys_chip_area_mm2=0.009240
export IMPL_worst_hold_slack_ns=0.4419
export IMPL_crit_path_top_delay_cell="sky130_fd_sc_hd__nor2_1"
export IMPL_numClockSinks=214
export IMPL_die_size_y_um=177.5
export IMPL_cp_arrival_ns=3.20
export IMPL_number_of_cells_in_yosys_stat=697
export IMPL_detailroute_via_count=5693
export IMPL_worst_slew_pin_transition_ns=0.7664
export IMPL_final_setup_tns_ns=0
export IMPL_initCoreUtil_pct=30.85
export IMPL_final_min_period_over_clock_period_pct=80.82
export IMPL_avgRoutedWirePerCell_um=16.73
export IMPL_post_synthesis_instance_area_mm2=0.009240
export IMPL_predominant_post_synthesis_flop_cell="sky130_fd_sc_hd__edfxtp_1"
export IMPL_gp_routability_congestion=0.8609
export IMPL_regToRegStartpoint="U2.rdptr[1]$_DFFE_PP0P_"
export IMPL_cts_hold_buffers=0
export IMPL_synthesis_area_per_instance_um2=13.26
export IMPL_ys_seq_elements=214
export IMPL_synth_seq_share_pct=66.77
export IMPL_overall_fraction_of_global_route_tracks_in_use_pct=13.31
export IMPL_core_area_mm2=0.02995
export IMPL_critical_path_n_buffers_inverters=1
export IMPL_first_global_vias=5815
export IMPL_post_synth_num_cell_types=62
export IMPL_clock_tree_buffer_depth=3
worst register-to-register path, cell delays in order, from the launching register on:
cell	delay (ns)
sky130_fd_sc_hd__dfrtp_1	0.38
sky130_fd_sc_hd__inv_1	0.11
sky130_fd_sc_hd__ha_1	0.30
sky130_fd_sc_hd__nor2b_2	0.18
sky130_fd_sc_hd__o22ai_1	0.11
sky130_fd_sc_hd__xnor2_1	0.38
sky130_fd_sc_hd__o41a_1	0.41
sky130_fd_sc_hd__nand3b_1	0.19
sky130_fd_sc_hd__nor2_1	0.64
area by class of cell:
cell class                 instances  area [um2]
fill                            2804       19290
sequential                       214        6170
multi-input combinational        431        2870
clock buffer                      28       594.3
tap                              390       488.0
timing repair buffer              31       245.2
clock inverter                    13       200.2
inverter                          25       93.84
sequential cells by signal (all words and copies together), names as in the netlist, named ones only:
signal,flops
U1.state,5
U1.Mp.pulse,1
M1.TXD,1
M1.done,1
U1.Dout,8
U2.Reg_Array,128
U1.i,5
U1.done,1
M1.i,5
U1.Mp.counter,10
M1.dout,8
U2.rdptr,5
M1.Mp.pulse,1
U1.counter,8
U2.wrptr,5
U1.D,8
M1.state,2
U1.pulse_enable,1
M1.Mp.counter,10
worst max-delay path by stage:
stage | cells past startpoint | from | end | slack (ns)
CTS | 8 | U2.rdptr[1]$_DFFE_PP0P_ | U2.Reg_Array[11][3]$_DFFE_PP_ | 0.74
global route | 8 | U2.rdptr[1]$_DFFE_PP0P_ | U2.Reg_Array[11][3]$_DFFE_PP_ | 0.44
finish | 8 | U2.rdptr[1]$_DFFE_PP0P_ | U2.Reg_Array[11][4]$_DFFE_PP_ | 0.73
Yosys cell counts (3+ instances only):
cell type | n | share of area (%)
sky130_fd_sc_hd__edfxtp_1 | 162 | 53
sky130_fd_sc_hd__nor2_1 | 71 | 2.9
sky130_fd_sc_hd__nand2_1 | 52 | 2.1
sky130_fd_sc_hd__dfrtp_1 | 49 | 13
sky130_fd_sc_hd__o21ai_0 | 36 | 1.9
sky130_fd_sc_hd__nand3_1 | 31 | 1.7
sky130_fd_sc_hd__inv_1 | 24 | 0.97
sky130_fd_sc_hd__ha_1 | 22 | 3.0
sky130_fd_sc_hd__clkbuf_1 | 20 | 0.81
sky130_fd_sc_hd__xnor2_1 | 20 | 1.9
sky130_fd_sc_hd__a21oi_1 | 17 | 0.92
sky130_fd_sc_hd__a22oi_1 | 16 | 1.3
sky130_fd_sc_hd__xor2_1 | 14 | 1.3
sky130_fd_sc_hd__mux2_2 | 11 | 1.3
sky130_fd_sc_hd__a222oi_1 | 10 | 1.1
sky130_fd_sc_hd__a221oi_1 | 9 | 0.85
sky130_fd_sc_hd__a22o_1 | 8 | 0.76
sky130_fd_sc_hd__a31oi_1 | 8 | 0.54
sky130_fd_sc_hd__nand3b_1 | 7 | 0.57
sky130_fd_sc_hd__nor3_1 | 7 | 0.38
sky130_fd_sc_hd__nand2b_1 | 6 | 0.41
sky130_fd_sc_hd__nand4_1 | 6 | 0.41
sky130_fd_sc_hd__a32oi_1 | 5 | 0.47
sky130_fd_sc_hd__and3_1 | 5 | 0.34
sky130_fd_sc_hd__nor2b_1 | 5 | 0.34
sky130_fd_sc_hd__a32o_1 | 4 | 0.43
sky130_fd_sc_hd__buf_2 | 4 | 0.22
sky130_fd_sc_hd__mux2i_1 | 4 | 0.43
sky130_fd_sc_hd__nor4_1 | 4 | 0.27
sky130_fd_sc_hd__o31ai_1 | 4 | 0.32
sky130_fd_sc_hd__buf_1 | 3 | 0.12
sky130_fd_sc_hd__dfstp_2 | 3 | 0.85
sky130_fd_sc_hd__mux4_2 | 3 | 0.73
sky130_fd_sc_hd__o22ai_1 | 3 | 0.20
sky130_fd_sc_hd__o311ai_0 | 3 | 0.28
sky130_fd_sc_hd__or2_2 | 3 | 0.20
sky130_fd_sc_hd__or3_1 | 3 | 0.20
stage by stage:
step | power, mW | setup WS (ns) | instances
floorplan | 2.547 | 0.7963 | 697
global placement | 2.559 | 0.8080 | 1091
detailed placement | 2.559 | 0.7496 | 1091
CTS | 4.891 | 0.7404 | 1132
global route | 4.985 | 0.4370 | 1132
finish | 4.852 | 0.7289 | 1132
routing by layer:
metal | global-route usage [%] | vias to the layer above
li1 | - | 2722
met1 | 18.74 | 2751
met2 | 20.21 | 188
met3 | 5.803 | 32
met4 | 2.137 | 0
met5 | 0 | -
cell families (layout without fill, tap and decap cells):
family / after synthesis / in the layout / share of synthesized area, %
simple gates: 212 / 212 / 10.86
xor+xnor: 34 / 34 / 3.223
flops: 214 / 214 / 66.77
fa+ha+maj: 22 / 22 / 2.979
buf+inv: 52 / 97 / 2.167
compound gates: 144 / 144 / 11.37
mux: 19 / 19 / 2.627
power by group:
part	switching [mW]	internal [mW]
combinational	0.0161	0.00507
clock	0.885	1.46
sequential	0	2.49
Power is estimated from default activity; no workload was simulated.
